$ cat /design/flow/config.mk
export PLATFORM = sky130hd
export DESIGN_NAME = binary_disp_decoder
export DESIGN_NICKNAME = binary_disp_decoder
export VERILOG_FILES = /design/flow/design.v
export SDC_FILE = /design/flow/constraint.sdc
export NUM_CORES = 4
export LEC_CHECK = 1
export CORE_AREA = 10 10 70 70
export DIE_AREA = 0 0 80 80
$ cat /design/flow/design.v
module top (
	input logic reset,
	input logic [3:0] left,
	input logic [3:0] right,
	output logic [6:0] seg,
	output logic [4:0] led,
	output logic [3:0] select, 
	output logic [1:0] osc
	);
	logic [24:0] counter;
HSOSC #(.CLKHF_DIV(2'b01)) 
	hf_osc (.CLKHFPU(1'b1), .CLKHFEN(1'b1), .CLKHF(int_osc));
always_ff @(posedge int_osc) begin
    if (reset == 0)
		counter <= 24'b0;
    else
        counter <= counter + 1'b1;
end
always_ff @(posedge int_osc) begin
	if (counter[12] == 0) begin
		select <= right;  
		osc[0] <= 1;  
		osc[1] <= 0;
	end
    else begin
        select <= left;  
		osc[0] <= 0;
		osc[1] <= 1;  
    end
end
seven_seg_decoder MOD1 (reset, seg, select);
binary_disp_decoder MOD2 (left, right, led);
endmodule
module seven_seg_decoder (
	input logic reset,
	output logic [6:0] seg,
	output logic [3:0] select
	);
 always_comb begin
	case(select)
		4'b0000: seg = 7'b0000001;
		4'b0001: seg = 7'b1001111;
		4'b0010: seg = 7'b0010010;
		4'b0011: seg = 7'b0000110;
		4'b0100: seg = 7'b1001100;
		4'b0101: seg = 7'b0100100;
		4'b0110: seg = 7'b0100000;
		4'b0111: seg = 7'b0001111;
		4'b1000: seg = 7'b0000000;
		4'b1001: seg = 7'b0001100;
		4'b1010: seg = 7'b0001000;
		4'b1011: seg = 7'b1100000;
		4'b1100: seg = 7'b0110001;
		4'b1101: seg = 7'b1000010;
		4'b1110: seg = 7'b0110000;
		4'b1111: seg = 7'b0111000;
		default: seg = 7'b1111111;
	endcase
end
endmodule
module binary_disp_decoder(
	input logic [3:0] left,
	input logic [3:0] right,
	output logic [4:0] led
);
logic [4:0] sum;
	always_comb begin
		sum = ~right + ~left;
	end
	assign led[0] = sum[0];
	assign led[1] = sum[1];
	assign led[2] = sum[2];
	assign led[3] = sum[3];
	assign led[4] = sum[4];
endmodule
$ cat /design/flow/run.sh
#!/bin/bash
# OpenROAD 26Q1-2900-gdf79404cd8, Yosys 0.63+post, stock flow scripts
make -C /OpenROAD-flow-scripts/flow DESIGN_CONFIG=/design/flow/config.mk WORK_HOME=/design/flow/orfs finish
$ cat /design/flow/constraint.sdc
current_design binary_disp_decoder

set clk_period 1.5
set clk_io_pct 0.2

create_clock -name clk0 -period $clk_period

set non_clock_inputs [all_inputs -no_clocks]
set_input_delay [expr $clk_period * $clk_io_pct] -clock clk0 $non_clock_inputs
set_output_delay [expr $clk_period * $clk_io_pct] -clock clk0 [all_outputs]
==> impl_metrics.ini <==
; flow metrics
[worst_setup_path]
slowest_stage = fa_2
worstPathArrival_ns = 1.35
crit_chain = buf_6 > inv_4 > ha_4 > inv_2 > fa_2 > buf_6 > nor2b_4 > o21ai_2 > nand2b_1 > buf_2
critPathKind = in2out
crit_buf_inv = 5
crit_top_cell = buf_6
max_stage_delay_ns = 0.33
critical_path.max_fanout = 2
required_ns = 1.20
crit_family = adder cells
worstSetupEndpointType = output pin
start_kind = input port

[global_routing]
grt_overflow = 0
antenna_found_initial = 0
grt_pass1_vias = 174
grt_usage_pct = 1.43
grt_max_degree = 4
grt_pass1_wl_microns = 807

[layout]
layout.cells.non_filler = 86
final_layout_size_suffix_gt1_share_pct = 75.0
lay_top_cells = inv_2, buf_6, ha_4, dlygate4sd2_1, buf_2
logic_area_sq_um = 193
seq_area_sq_um = 0
clkbuf_count = 0
flop-count = 0
nFillCells = 383
final_util_pct = 13.3
area_delta_synth_final_pct = 186

[run]
warnings = 34
drv_cap = 0

[logic_synthesis]
ys_warn_count = 1
syn_inst = 22
top_area_cell = ha_1
synth_cell_types = 9
yosys_area_sq_um = 159
yosys-top-cells-area = ha_1, inv_1, fa_1
synth_seq_share_pct = 0
ys_cells = 22
syn_area_per_cell_sq_um = 7.22
top_area_share_pct = 31.5
netlist_area_sq_um = 159

[timing]
fin_hold_ws_ns = 1.10
worst_slew_pin_slew_ns = 0.112
relSlewSlack_pct = 92.5
finalClockPeriodUsage_pct = 110
max_freq_mhz = 605
period_needed_ns = 1.65
hold_viol = 0
finalSetupViolCount = 3
fin_ws_ns = -0.154
rsz0062_at_grt = true
slew_violations = 0

[power_and_ir_drop]
vdd_ir_drop_max_mv = 0.0324
p_total_w = 0.000130
p_per_area_mw_per_mm2 = 287
leakage_nw = 0.207

[outcome]
outcome = finished with violations
violations = setup timing

[hold_path]
whs_path_depth = 5
worstHoldEndpoint = led[1]
holdCritPathClass = in2out
min-delay-start = right[1]

[route]
vias = 185
antenna_cells = 0
wl_per_cell_microns = 5.92
drtIter0Drc = 0
drtAntennaViolNets = 0
dr_wl_met2_microns = 252
vias_per_cell = 2.15
wl_met3_microns = 84
wl_microns = 509
top_layer = met3
met1_length_microns = 173
firstDrtPassIters = 1
drc = 0

[place]
dp.cells = 83
post-place-ws_ns = -0.926
port_buffers = 13
place.gp.congestion = 0.705

[die]
die_w_microns = 80
core_sq_mm = 0.00342
num_rows = 21
io_pins = 13
die_y_microns = 80
fp-utilization_pct = 4.65
dieArea_sq_mm = 0.00640
-- where the power goes --
part | switching [W] | internal [W]
Combinational | 0.0000454 | 0.0000850
Sequential | 0 | 0
Clock | 0 | 0
Total | 0.0000454 | 0.0000850
-- cells in the mapped netlist, drive strengths merged --
master and instances:
o21ai 1, fa 1, ha 4, a21oi 1
a21o 1, xnor2 2, nor2b 1, nand2b 1
inv 10
-- metrics by stage --
stage	setup TNS (ns)	cell area (sq um)
finish	-0.319	454
global route	-0.519	454
CTS	-0.421	414
detailed placement	-3.75	362
global placement	-3.69	362
floorplan	0	159
-- kinds of logic after synthesis --
group	Yosys count	share of synthesized area (%)
adder cells (fa/ha/maj)	5	44.1
AND-OR/OR-AND	3	13.4
buffers and inverters	10	23.6
XOR/XNOR	2	11.0
AND/OR/NAND/NOR	2	7.88
-- layer usage --
metal | track usage, % | vias up
met2 | 2.49 | 8
li1 | - | 101
met5 | 0 | -
met3 | 0.795 | 0
met4 | 0 | 0
met1 | 1.59 | 76
-- timing repair --
action	in CTS	in global routing
resized	51	8
hold buffers	0	0
buffers inserted	3	0
setup endpoints to repair	5	4
pin swaps	10	4
gates cloned	0	0
-- how the worst max path moves through the flow --
stage / startpoint / endpoint / slack (ns) / cells after the start
global route: right[0] / led[4] / -0.22 / 10
finish: right[0] / led[4] / -0.15 / 10
CTS: right[0] / led[4] / -0.21 / 10
-- layout make-up --
type	count	share of cell area, %
timing repair buffer	18	35.0
multi-input combinational	12	42.4
inverter	10	9.92
tap	46	12.7
Power figures rest on the tool's default switching activity, not on a simulated workload.
